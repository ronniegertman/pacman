**flow/run.sh**
```bash
#!/bin/bash
# OpenROAD 26Q1-2900-gdf79404cd8, Yosys 0.63+post, stock flow scripts
make -C /OpenROAD-flow-scripts/flow DESIGN_CONFIG=/design/flow/config.mk WORK_HOME=/design/flow/orfs finish
```
**flow/config.mk**
```make
export PLATFORM = sky130hd
export DESIGN_NAME = ghost_move
export DESIGN_NICKNAME = ghost_move
export VERILOG_FILES = /design/flow/design.v
export SDC_FILE = /design/flow/constraint.sdc
export NUM_CORES = 4
export LEC_CHECK = 1
export CORE_UTILIZATION = 30
```
**flow/constraint.sdc**
```tcl
current_design ghost_move

set clk_period 13.4
set clk_io_pct 0.2

create_clock -name clk0 -period $clk_period [get_ports {clk}]

set non_clock_inputs [all_inputs -no_clocks]
set_input_delay [expr $clk_period * $clk_io_pct] -clock clk0 $non_clock_inputs
set_output_delay [expr $clk_period * $clk_io_pct] -clock clk0 [all_outputs]
```
**flow/design.v**
```verilog
module	ghost_move	(	
					input	logic	clk,
					input	logic	resetN,
					input	logic	startOfFrame,   
					input logic collision,   
					input	logic	[3:0] HitEdgeCode,  
					input logic [1:0] direction,
					output	 logic signed 	[10:0]	topLeftX,  
					output	 logic signed	[10:0]	topLeftY,   
					output    logic         move,
					output    logic [1:0]   dir_ghost
);
parameter int INITIAL_X = 280;
parameter int INITIAL_Y = 185;
parameter int SPEED = 150;
parameter int up = 0;
parameter int down = 1;
parameter int right = 2;
parameter int left = 3;
localparam int MAX_Y_speed = 400;
const int	FIXED_POINT_MULTIPLIER	=	64;  
const int   OBJECT_WIDTH_X = 64;
const int   OBJECT_HIGHT_Y = 64;
const int	SafetyMargin =	2;
const int	x_FRAME_LEFT	=	(SafetyMargin)* FIXED_POINT_MULTIPLIER; 
const int	x_FRAME_RIGHT	=	(639 - SafetyMargin - OBJECT_WIDTH_X)* FIXED_POINT_MULTIPLIER; 
const int	y_FRAME_TOP		=	(SafetyMargin) * FIXED_POINT_MULTIPLIER;
const int	y_FRAME_BOTTOM	=	(479 -SafetyMargin - OBJECT_HIGHT_Y ) * FIXED_POINT_MULTIPLIER;  
enum  logic [2:0] {IDLE_ST,  
					MOVE_ST,  
					WAIT_FOR_EOF_ST,  
					POSITION_CHANGE_ST, 
					POSITION_LIMITS_ST  
					}  SM_PS, 
						SM_NS ;
int Xspeed_PS,  Xspeed_NS  ;  
int Yspeed_PS,  Yspeed_NS  ; 
int Xposition_PS, Xposition_NS ;  
int Yposition_PS, Yposition_NS ;  
int direction_ps, direction_ns ;
always_ff @(posedge clk or negedge resetN)
		begin : fsm_sync_proc
			if (resetN == 1'b0) begin 
				SM_PS <= IDLE_ST ; 
				Xspeed_PS <= 0   ; 
				Yspeed_PS <= 0  ; 
				Xposition_PS <= 0  ; 
				Yposition_PS <= 0   ;
				direction_ps <= 0  ;
			end 	
			else begin 
				SM_PS  <= SM_NS ;
				Xspeed_PS   <= Xspeed_NS    ; 
				Yspeed_PS    <=   Yspeed_NS  ; 
				Xposition_PS <=  Xposition_NS    ; 
				Yposition_PS <=  Yposition_NS    ;
				direction_ps <= direction_ns  ;
			end 
		end  
always_comb 
begin
		 SM_NS = SM_PS  ;
		 Xspeed_NS  = Xspeed_PS ; 
		 Yspeed_NS  = Yspeed_PS  ; 
		 Xposition_NS =  Xposition_PS ; 
		 Yposition_NS  = Yposition_PS ; 
		 direction_ns = direction_ps  ;
	case(SM_PS)
		IDLE_ST: begin
		 Xspeed_NS  = SPEED ; 
		 Yspeed_NS  = SPEED  ; 
		 Xposition_NS = INITIAL_X; 
		 Yposition_NS = INITIAL_Y; 
		 if (startOfFrame) 
				SM_NS = MOVE_ST ;
	end
		MOVE_ST:  begin      
			if (direction == up) begin 
						Yspeed_NS = -SPEED ;
						Xspeed_NS = 0 ;
						direction_ns = up;
			end 
			else if (direction == down) begin 
						Yspeed_NS = SPEED ;
						Xspeed_NS = 0 ;
						direction_ns = down;
			end 
			else if (direction == right) begin 
						Yspeed_NS = 0 ;
						Xspeed_NS = SPEED ;
						direction_ns = right;
			end 
			else if (direction == left) begin 
						Yspeed_NS = 0 ;
						Xspeed_NS = -SPEED ;
						direction_ns = left;
			end else
			begin 
				Yspeed_NS = SPEED ;
				Xspeed_NS = SPEED ;
			end
			if (collision) begin
					if(HitEdgeCode [2] == 1)  
						Yposition_NS = Yposition_NS + SafetyMargin;
					if(HitEdgeCode [0] == 1 ) 
						Yposition_NS = Yposition_NS - SafetyMargin;
					if(HitEdgeCode [3] == 1) 
						Xposition_NS = Xposition_PS + SafetyMargin;
					if(HitEdgeCode [1] == 1 )    
						Xposition_NS = Xposition_PS - SafetyMargin;		
					SM_NS = WAIT_FOR_EOF_ST ; 
			end
			if (startOfFrame) 
						SM_NS = POSITION_CHANGE_ST ; 
		end 
		WAIT_FOR_EOF_ST: begin   
			if (startOfFrame) 
				SM_NS = POSITION_CHANGE_ST ; 
		end 
		POSITION_CHANGE_ST : begin   
			 Xposition_NS =  Xposition_PS + Xspeed_PS; 
			 Yposition_NS  = Yposition_PS + Yspeed_PS ;
				SM_NS = POSITION_LIMITS_ST ; 
		end
		POSITION_LIMITS_ST : begin   
				 if (Xposition_PS < x_FRAME_LEFT ) 
						begin  
							Xposition_NS = x_FRAME_LEFT; 
							if (Xspeed_PS < 0 )  
									Xspeed_NS = 0- Xspeed_PS ;  
						end ; 
				 if (Xposition_PS > x_FRAME_RIGHT) 
						begin  
							Xposition_NS = x_FRAME_RIGHT; 
							if (Xspeed_PS > 0 )  
									Xspeed_NS = 0- Xspeed_PS ;  
						end ; 
				if (Yposition_PS < y_FRAME_TOP ) 
						begin  
							Yposition_NS = y_FRAME_TOP; 
							if (Yspeed_PS < 0 )  
									Yspeed_NS = 0- Yspeed_PS ;  
						end ; 
				 if (Yposition_PS > y_FRAME_BOTTOM) 
						begin  
							Yposition_NS = y_FRAME_BOTTOM; 
							if (Yspeed_PS > 0 )  
									Yspeed_NS = 0- Yspeed_PS ;  
						end ;
			SM_NS = MOVE_ST ; 
		end
endcase   
end		
assign 	topLeftX = Xposition_PS / FIXED_POINT_MULTIPLIER ;    
assign 	topLeftY = Yposition_PS / FIXED_POINT_MULTIPLIER ;
assign	move = ( Yspeed_PS != 0 ||  Xspeed_PS != 0) ;
assign dir_ghost = direction_ps;
endmodule	
```
==> reports/results.ini <==
[detailed_routing]
firstDrtPassIters = 7
wl_per_cell_um = 17.7
drt-total-wl_um = 42600
antenna_left = 0
vias = 13733
remaining_drc_errors = 0
vias_per_cell = 5.71
drtIter0Drc = 1033
diodes = 0

[floorplan]
die_w_um = 219
fp_util_pct = 30.4
core-area_um2 = 46500
ios = 35
dieHeight_um = 219
row_count = 79
die_area_um2 = 48000

[power_and_ir_drop]
powerDensity_nw_per_um2 = 251
power.leakage_nw = 6.39
peakVddDrop_v = 0.000102

[clock_tree]
clk_pin_slew_worst_paths_ns = 0.06
cts_max_level = 4
clk_latency_ns = 0.43
cts-resized-gates = 0
clk_path_buf_depth = 2
numClockSinks = 135
numCtsBuffers = 17
cts_root_buf = clkbuf_16
tritoncts = done
cts_setup_buffers = 0
cts_hold_buf = 0

[yosys]
ys_chip_area_um2 = 14100
syn_area_per_cell_um2 = 7.78
yosysTopAreaCell = dfrtp_1
synth_top_flop_cell = dfrtp_1
async_flop_share_pct = 100
syn_area_um2 = 14100
syn_inst = 1816
synth_stat.cells = 1816
area_leaders = dfrtp_1, ha_1, a21oi_1
synth_cell_type_count = 84
edf_count = 0
ys_seq_share_pct = 23.9
ys_warn_count = 1
top_cell_area_share_pct = 23.7
ys_ff = 135

[worst_setup_path]
critPathMaxStageDelay_ns = 0.65
start_kind = flop
end_kind = output pin
reg2reg_to = Yspeed_PS[15]
cp_data_arrival_time_ns = 4.19
crit_chain = nor4_1 -> nand3_1 -> or3_1 -> or4_1 -> or4_1 -> or2_2 -> clkdlybuf4s50_1
r2r_cells = 10
crit_fanout = 7
slowest_stage = or4_1
reg2reg_slack_ns = 8.79
path_buffers = 1
crit_type = flop to output pin
r2r_start = Yspeed_PS[5]
crit_family = simple AND/OR/NAND/NOR gates
worstPathRequired_ns = 10.72
crit_top_cell = or4_1

[global_routing]
grt_pass1_wl_um = 69600
grt_pass1_vias = 12809
grt_max_degree = 64
antenna_found_initial = 0
grt_overflow = 0
grt_use_total_pct = 18.3

[sta]
fmax_ghz = 0.145
worstMarginPinSlew_ns = 0.936
period_needed_ns = 6.87
slew_viol_final = 0
fin_hold_ws_ns = 0.472
hold_viol_final = 0
setup_violations = 0
skew_ns = 0.0105
finalCritPeriodShare_pct = 51.3
tns_ns = 0
rsz0062_at_grt = false
relSlewSlack_pct = 37.3

[run]
cap_viol_max_count = 0
tool_warnings = 25

[finish]
post-route-util_pct = 33.6
drive_above_1_share_pct = 4.34
area_growth_pct = 10.4
fill_cells = 4791

[placed_design]
dpl.hpwl_um = 31600
place_congestion = 0.938
io_buffers = 34

[min_path]
whs_path_depth = 1
min_from = SM_PS[2]
hold_class = flop to flop
holdPathEnd = SM_PS[4]

[run_status]
status = completed

[flip-flops by register name, indices dropped and copies added, names as in the netlist]
name / flops
direction_ps: 2
SM_PS: 5
Yspeed_PS: 32
Xposition_PS: 32
Xspeed_PS: 32
Yposition_PS: 32
[per-stage QoR]
| stage | instances | worst slack, ns | instance area, um2 | total power, mW |
|---|---|---|---|---|
| after floorplan | 1816 | 7.86 | 14100 | 2.72 |
| after global placement | 2373 | 6.40 | 14900 | 3.33 |
| after detailed placement | 2373 | 6.36 | 14900 | 3.35 |
| after CTS | 2405 | 6.51 | 15600 | 3.91 |
| after global routing | 2405 | 6.29 | 15600 | 4.28 |
| final | 2405 | 6.53 | 15600 | 3.91 |
[cell type report]
type | instances | area (um2) | share of cell area (%)
Timing Repair Buffer | 50 | 462 | 2.96
Tap cell | 607 | 759 | 4.87
Clock inverter | 12 | 188 | 1.20
Multi-Input combinational cell | 1528 | 10100 | 65.0
Sequential cell | 135 | 3380 | 21.7
Inverter | 53 | 199 | 1.28
Clock buffer | 20 | 467 | 2.99
[Yosys cell counts (6+ instances only)]
library cell and n:
a211oi_1 19, and2_1 17, nor3_1 52, o211ai_1 11, o311ai_0 9, a22oi_1 17
nand2b_1 13, dfrtp_1 134, o32a_1 7, nor4_1 26, inv_1 52, a21o_1 44
o21bai_1 21, or3_1 27, buf_1 6, a211o_1 8, xnor2_1 106, nor3b_1 9
xor2_1 69, nor2b_1 10, nand3b_1 11, and3_1 31, nor2_1 134, and4_1 6
o22ai_1 10, clkbuf_1 76, o41ai_1 11, nand3_1 52, nand2_1 136, nand4_1 21
a21oi_1 197, buf_2 8, a31oi_1 24, o21ai_0 157, or4_1 11, o21a_1 15
ha_1 101, mux2i_1 14, o31ai_1 25, a221oi_1 16
[worst register-to-register path, cell delays in order (launching register included)]
cell and delay, ns:
dfrtp_1 0.43, nor4_1 0.56, nand3_1 0.27, or3_1 0.44, or4_1 0.63, or4_1 0.65, ha_1 0.41, a21o_1 0.55
o21ai_0 0.25, xor2_1 0.20, o21ai_0 0.09
[layout by cell type (no fill, tap or decap), types with 19 or more instances in the layout]
cell	Yosys	layout
a211oi_1	19	19
a21o_1	44	44
a21oi_1	197	197
a31oi_1	24	24
and3_1	31	31
clkdlybuf4s50_1	0	33
dfrtp_1	134	132
ha_1	101	101
inv_1	52	52
nand2_1	136	136
nand3_1	52	52
nand4_1	21	21
nor2_1	134	134
nor3_1	52	50
nor4_1	26	26
o21ai_0	157	157
o21bai_1	21	21
o31ai_1	25	25
or3_1	27	27
xnor2_1	106	106
xor2_1	69	69
[layer usage]
metal / vias up / track usage, % / share of wire (%) / routed length [um]
li1: 6756 / - / - / -
met2: 319 / 30.5 / 48 / 20400
met5: - / 0 / 0 / 0
met3: 47 / 2.07 / 4.6 / 1970
met1: 6611 / 26.4 / 46 / 19600
met4: 0 / 2.50 / 1.6 / 674
[worst max-delay path by stage]
stage | from | endpoint | slack [ns] | cells past startpoint
CTS | Yspeed_PS[5] | move | 6.51 | 7
global route | Yspeed_PS[3] | move | 6.29 | 7
finish | Yspeed_PS[5] | move | 6.53 | 7
[logic make-up after synthesis]
kind of cell    synth area share [%]
buf+inv                         4.49
xor+xnor                        10.9
mux                             1.31
flops                           23.9
fa+ha+maj                       9.37
compound gates                  29.5
simple gates                    20.6
[power by group]
part	internal (mW)	switching [mW]	leakage [nW]	total, mW
combinational	1.07	1.36	4.36	2.43
sequential	0.578	0.375	1.72	0.953
clock	0.329	0.199	0.314	0.528
No activity file was given, so power comes from the tool's default toggle rates.
